<file path="flow/run.sh">
#!/bin/bash
# OpenROAD 26Q1-2900-gdf79404cd8, Yosys 0.63+post, stock flow scripts
make -C /OpenROAD-flow-scripts/flow DESIGN_CONFIG=/design/flow/config.mk WORK_HOME=/design/flow/orfs finish
</file>
<file path="flow/config.mk">
export PLATFORM = sky130hd
export DESIGN_NAME = Sync_FIFO
export DESIGN_NICKNAME = Sync_FIFO
export VERILOG_FILES = /design/flow/design.v
export SDC_FILE = /design/flow/constraint.sdc
export NUM_CORES = 4
export LEC_CHECK = 1
export CORE_UTILIZATION = 40
</file>
<file path="flow/constraint.sdc">
current_design Sync_FIFO

set clk_period 3.8
set clk_io_pct 0.2

create_clock -name clk0 -period $clk_period [get_ports {clk}]

set non_clock_inputs [all_inputs -no_clocks]
set_input_delay [expr $clk_period * $clk_io_pct] -clock clk0 $non_clock_inputs
set_output_delay [expr $clk_period * $clk_io_pct] -clock clk0 [all_outputs]
</file>
<file path="flow/design.v">
module Sync_FIFO( clk, rst, buf_in, buf_out, wr_en, rd_en, buf_empty, buf_full, fifo_counter );
input                 rst, clk, wr_en, rd_en;   
input [7:0]           buf_in;                   
output[7:0]           buf_out;                  
output                buf_empty, buf_full;      
output[4 :0] fifo_counter;             
  reg[7:0]              buf_out_r;
reg                   buf_empty, buf_full;
reg[4 :0]    fifo_counter;
reg[4 -1:0]  rd_ptr, wr_ptr;            
reg[7:0]              buf_mem[( 1<<4 ) -1 : 0];  
assign buf_out = buf_out_r;
always @(fifo_counter)
begin
   buf_empty = (fifo_counter==0);    
   buf_full = (fifo_counter== ( 1<<4 ));   
end
always @(posedge clk or posedge rst)
begin
   if( rst )
       fifo_counter <= 0;		 
   else if( (!buf_full && wr_en) && ( !buf_empty && rd_en ) )   
       fifo_counter <= fifo_counter;			 
   else if( !buf_full && wr_en )			 
       fifo_counter <= fifo_counter + 1;
   else if( !buf_empty && rd_en )		 
       fifo_counter <= fifo_counter - 1;
   else
      fifo_counter <= fifo_counter;			 
end
always @( posedge clk or posedge rst)
begin
   if( rst )
      buf_out_r <= 0;		 
   else
   begin
      if( rd_en && !buf_empty )
         buf_out_r <= buf_mem[rd_ptr];	 
   end
end
always @(posedge clk)
begin
   if( wr_en && !buf_full )
      buf_mem[ wr_ptr ] <= buf_in;		 
   else
      buf_mem[ wr_ptr ] <= buf_mem[ wr_ptr ];
end
always@(posedge clk or posedge rst)
begin
   if( rst )
   begin
      wr_ptr <= 0;		 
      rd_ptr <= 0;		 
   end
   else
   begin
      if( !buf_full && wr_en )    
			wr_ptr <= wr_ptr + 1;		 
      else  
			wr_ptr <= wr_ptr;
      if( !buf_empty && rd_en )   
			rd_ptr <= rd_ptr + 1;		 
      else 
			rd_ptr <= rd_ptr;
   end
end
endmodule
</file>
==> run notes <==
yosys + openroad results -> outcome completed, layout cells sized above 1 22.1%, min Tclk post-route 2760 ps, Synth Area per Inst 19.7 um^2, via count of the routed design 2946, crit path launch type flip-flop, post-synthesis cell type count 34, row count 44, largest net degree at the start of global routing 22, cell-internal power 0.00389 W, Worst-Margin Slew 651 ps, synthesis area per yosys 5990 um^2, CTS Hold Bufs 0, Die W 124 um, Combinational Power Share 25.7%, Dominant Register Cell edfxtp_1, drt first pass iters 4, final period utilization 72.8%, Core Footprint 14600 um^2, Worst Setup End Kind output port, GRT overflow 0, chip area 15500 um^2, Inserted Diodes 0, Fmax 362 MHz, DR vias/cell 5.45, global-route wire length before repair 17700 um, # DRC 0, clk slew on worst S/H paths 60 ps, EDFF count, synth 128, Peak supply drop 0.353 mV, CTS tree yes, drt first-iter violations 165, Worst EP required 3040 ps, vias in the first global route 3182, met3 Usage GRT 10.2%, Seq pwr share 42.3%, PortBufs 26, sw frac 27.6%, crit path DAT 2000 ps, Num CTS Buffers 17, RSZ-0062 raised after global routing no, Hold Path Class reg2reg, GP Congestion 0.779, ANT nets after route 0, Final Hold Viols 0, # IOs 27, final setup fails 0, P_sw 0.00148 W, Synth Seq Share 72.9%, cts repair resizes 0, initial antenna violation count 0, Cell Area, Synth 5990 um^2, leakage 2.44 nW, Clock Sinks 149, Hold Path Cell Cnt 1, synth warn 1, CTS max path bufs 2, total tool warning count 28, clock power share 31.9%, Hold Worst Slack 476 ps, fin util 48.6%, Area Overhead vs Synth 18.4%, P per Cell Area 758 nW/um^2, wire per inst 20.1 um, Max-Slew Margin vs Limit 56.6%, Routed WL 10900 um, setup TNS 0 ps, ys async rst share 14.1%, met1 Track Usage GR 23.6%, yosys cell count 304, Syn Inst Count 304, skew final 8.83 ps, CP Class reg2out, met2 Resource Use GR 23.3%, DP HPWL 7190 um, Init Core Util 41.1%, Slew Limit Fails 0, CTS H-tree depth 4, register bit total from synthesis 149, number of max-cap violations 0, crit path max fanout 5, R2R cell count 9, Die Height 124 um, CTS Root Cell clkbuf_16, GR peak layer met1, GRT Util Overall 16.4%, clk latency of the worst-skew pair 410 ps, Setup Fix Bufs, Post-CTS 0
## sequential cells by signal, indices dropped and copies added (netlist names)
signal and cells:
buf_mem 128, buf_out_r 8, fifo_counter 5, rd_ptr 4, wr_ptr 4
## stage by stage
stage	instance area [um^2]	setup WS (ps)	power, W	instances
floorplan	5990	1360	0.00324	304
global placement	6480	889	0.00371	509
detailed placement	6480	851	0.00373	509
CTS	7090	1010	0.00544	541
global route	7090	943	0.00569	541
finish	7090	1040	0.00538	541
## worst paths after layout
kind	startpoint	end	slack, ps
setup / recovery	fifo_counter[2]	buf_full	1040
hold reg to reg	buf_out_r[1]	buf_out_r[1]	480
setup reg to reg	fifo_counter[2]	fifo_counter[3]	1430
max in group asynchronous	rst	rd_ptr[2]	2880
hold / removal	buf_out_r[1]	buf_out_r[1]	480
min in group asynchronous	rst	buf_out_r[2]	680
## routing by layer
layer / part of all wire [%] / wire [um]
met1: 40 / 4330
met3: 12 / 1310
met2: 46 / 5020
met5: 0.40 / 44
met4: 1.7 / 183
## power groups by stage
stage                 sequential, W  clock, W  combinational [W]
after CTS                   0.00229   0.00174            0.00142
after global routing        0.00233   0.00182            0.00154
final                       0.00228   0.00172            0.00138
## cell usage after synthesis, drive strengths merged, types with 7 or more instances
| cell type | n | area (um^2) |
|---|---|---|
| and3 | 7 | 43.8 |
| xnor2 | 8 | 70.1 |
| a211oi | 7 | 52.6 |
| mux2i | 7 | 70.1 |
| edfxtp | 128 | 3840 |
| a21o | 10 | 75.1 |
| nand2 | 10 | 37.5 |
| o22ai | 7 | 43.8 |
| ha | 8 | 100 |
| mux4 | 33 | 743 |
| dfrtp | 21 | 526 |
| clkbuf | 7 | 26.3 |
| buf | 10 | 65.1 |
## area by class of cell
type / count / area (um^2)
clock inverters: 14 / 183
well taps: 184 / 230
flip-flops and latches: 149 / 4370
clock buffers: 18 / 429
inverters: 5 / 18.8
multi-input cells: 133 / 1510
fillers: 1163 / 7500
repair buffers: 38 / 350
## cells in the final DEF (no fill, tap or decap), types with 5 or more instances in the layout
master / Yosys / layout
and3_1: 7 / 7
dfrtp_1: 21 / 20
edfxtp_1: 128 / 128
nand2_1: 10 / 10
mux2i_1: 7 / 7
buf_4: 6 / 12
xnor2_1: 8 / 8
a211oi_1: 7 / 7
clkdlybuf4s50_1: 0 / 26
mux4_2: 33 / 33
ha_1: 8 / 8
o22ai_1: 7 / 7
inv_1: 5 / 5
nand4_1: 5 / 5
clkbuf_16: 0 / 17
a21o_1: 10 / 10
## cell families after synthesis
family                     count (synthesis)  synth area share [%]
adders and majority gates                  9                  2.01
muxes                                     43                  14.1
xor gates and xnor gates                  10                  1.46
DFF                                      149                  72.9
buffers and inverters                     22                  1.84
AOI/OAI and AO/OA                         32                  3.76
and+or+nand+nor                           39                  3.84
## worst max-delay path: stages (launching register included)
cell and delay, ps:
dfrtp_1 430, or4_4 570, nor2_1 120, clkdlybuf4s50_1 480
Power figures rest on the tool's default switching activity, not on a simulated workload.
